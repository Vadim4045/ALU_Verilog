$ cat design/flow/run.sh
#!/bin/bash
# OpenROAD 26Q1-2900-gdf79404cd8, Yosys 0.63+post, stock flow scripts
make -C /OpenROAD-flow-scripts/flow DESIGN_CONFIG=/design/flow/config.mk WORK_HOME=/design/flow/orfs finish
$ cat design/flow/config.mk
export PLATFORM = sky130hd
export DESIGN_NAME = CLK_on_DIGITS
export DESIGN_NICKNAME = CLK_on_DIGITS
export VERILOG_FILES = /design/flow/design.v
export SDC_FILE = /design/flow/constraint.sdc
export NUM_CORES = 4
export LEC_CHECK = 1
export CORE_AREA = 10 10 70 70
export DIE_AREA = 0 0 80 80
$ cat design/flow/constraint.sdc
current_design CLK_on_DIGITS

set clk_period 1.8
set clk_io_pct 0.2

create_clock -name clk0 -period $clk_period

set non_clock_inputs [all_inputs -no_clocks]
set_input_delay [expr $clk_period * $clk_io_pct] -clock clk0 $non_clock_inputs
set_output_delay [expr $clk_period * $clk_io_pct] -clock clk0 [all_outputs]
$ cat design/flow/design.v
module CLK_on_DIGITS #(parameter DIGITS=6)
							(input CLK,COM,
							input [DIGITS-1:0]SW,
							input [8*DIGITS-1:0]IN,
							output [8*DIGITS-1:0]OUT);
genvar i;
generate
	for(i=0;i<(DIGITS-2);i=i+1) begin: clk_loop
		assign OUT[8*(i+1)-1:8*i] = ~SW[i]|COM? IN[8*(i+1)-1:8*i]: CLK? IN[8*(i+1)-1:8*i]:8'b11111111;
	end
	assign OUT[8*(DIGITS-2+1)-1:8*(DIGITS-2)] = IN[8*(DIGITS-2+1)-1:8*(DIGITS-2)];
	assign OUT[8*DIGITS-1:8*(DIGITS-1)] = ~SW[5]|COM? IN[8*DIGITS-1:8*(DIGITS-1)]:
															CLK? IN[8*DIGITS-1:8*(DIGITS-1)]:8'b11111111;
endgenerate							
endmodule
==> reports/metrics.cfg <==
[cells_and_area]
area_growth_pct = 264
post-route-util_pct = 40.4
seq_cell_count = 0
fin_area_um2 = 1380
comb_area_um2 = 338
layout-drive-gt1-share_pct = 28.8
clkbuf_count = 0
most-common-layout-cells = or2_1, clkdlybuf4s50_1, dlygate4sd2_1
n_fill_cell = 346
seq_area_um2 = 0

[die]
num_rows = 21
die_y_um = 80
io_pins = 104
core_area_um2 = 3420
chipArea_um2 = 6400
die_w_um = 80
fp_util_pct = 11.1

[power_and_ir_drop]
powerDensity_nw_per_um2 = 182
fin_total_pwr_uw = 252
leakage_nw = 0.645
peakVddDrop_v = 0.0000701

[detailed_routing]
drt_first_pass_iters = 2
drt_iter0_drc = 1
vias = 711
ant_nets = 0
wl_per_cell_um = 12.6
drt-total-wl_um = 2540
num_antenna_cells = 0
drc = 0
vias_per_cell = 3.52

[global_route]
grt_pass1_vias = 775
antenna_found_initial = 0
grt_pass1_wl_um = 3800
gr-total-overflow = 0
grt_max_degree = 6
groute.usage.overall_pct = 7.20

[timing]
fin_tns_setup_ns = 0
drv_slew = 0
rsz0062_at_grt = no
slew_headroom_pct = 84.8
hold_violations = 0
tightest_slew_ns = 0.227
setup_slack_ns = 0.0446
finalWorstPathRequiredPeriod_ns = 1.76
setup_violations = 0
fin_crit_sh_pct = 97.5
clock.fmax_ghz = 0.570

[placement]
dpl-instance-area_um2 = 1280
place.gp.congestion = 0.749
placement.io_buffers = 87
place_hpwl_um = 2160
place_ws_ns = -0.439

[logic_synthesis]
compound_area_share_pct = 0
synthCells = 53
synth_area_per_cell_um2 = 7.15
synth-xor-area-share_pct = 0
yosysUniqueCellTypes = 4
ys_sh_mux_pct = 0
ys_chip_area_um2 = 379
ys_cells = 53
yosys.area_share.simple_pct = 84.2
netlist_logic_family_top = simple AND/OR/NAND/NOR gates
ys_warn_count = 0
yosysSeqAreaShare_pct = 0
adder_share_pct = 0
synth_area_um2 = 379

[setup_path]
critPathCaptureType = output port
path_class = input port to output port
crit_fanout = 5
arrival_ns = 1.40
crit_path_frequent_cell = buf_4
cp_cell_sequence = dlygate4sd2_1, nor3b_4, buf_4, buf_4, or2_1, clkdlybuf4s15_1
cp-startpoint = SW[1]
slowest_delay_ns = 0.23
cp_slowest_cell = dlygate4sd2_1
crit_end = OUT[15]
worstPathRequired_ns = 1.44
startpoint_type = input port

[run_status]
status = finished, final reports clean

[run]
warning_count = 34
cap_violations = 0

[min_path]
worst_hold_path_type = input port to output port

synth_stat cells:
cell | number | area, um^2
or2_1 | 40 | 250
buf_4 | 8 | 60.1
nor3b_2 | 4 | 50.1
nor3b_4 | 1 | 18.8
per-stage QoR:
step,hold slack (ns),std cells
global placement,0.720,183
global route,0.720,202
finish,0.720,202
floorplan,0.773,53
detailed placement,0.720,183
CTS,0.720,199
power breakdown:
part           switching [mW]  internal [mW]  leakage [nW]
clock network               0              0             0
logic                  0.0542          0.198         0.645
registers                   0              0             0
total                  0.0542          0.198         0.645
layer usage:
layer,up-vias,global-route usage [%],share of wire (%)
li1,362,-,-
met1,297,8.11,41
met2,50,12.9,47
met3,2,2.73,11
met4,0,0.704,0.67
met5,-,0,0
cell families (layout without fill, tap and decap cells):
logic type	Yosys count	after routing
buffers and inverters	8	111
AND/OR/NAND/NOR	45	45
worst max-delay path: cells and delay by family:
| family | cells | cell delay, ns |
|---|---|---|
| buf+inv | 4 | 0.66 |
| simple gates | 2 | 0.37 |
area by class of cell:
| type | instances | share of cell area [%] |
|---|---|---|
| timing repair buffer | 111 | 71.4 |
| multi-input combinational | 45 | 24.5 |
| tap | 46 | 4.17 |
worst min-delay path by stage:
| stage | startpoint | endpoint | slack, ns | cells past startpoint |
|---|---|---|---|---|
| CTS | IN[35] | OUT[35] | 0.72 | 0 |
| global route | IN[33] | OUT[33] | 0.72 | 0 |
| finish | IN[33] | OUT[33] | 0.72 | 0 |
repair_timing:
item / CTS / global route
setup buffers: 18 / 3
gates resized: 93 / 8
pin swaps: 42 / 7
gates cloned: 0 / 0
hold buffers: 0 / 0
endpoints found under the setup margin: 40 / 14
Power figures rest on the tool's default switching activity, not on a simulated workload.
