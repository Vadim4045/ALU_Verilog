**/design/flow/constraint.sdc**
```tcl
current_design CLK

set clk_period 10.3
set clk_io_pct 0.2

create_clock -name clk0 -period $clk_period [get_ports {ADC_CLK}]

set non_clock_inputs [all_inputs -no_clocks]
set_input_delay [expr $clk_period * $clk_io_pct] -clock clk0 $non_clock_inputs
set_output_delay [expr $clk_period * $clk_io_pct] -clock clk0 [all_outputs]
```
**/design/flow/design.v**
```verilog
module CLK #(parameter PER_SEC = 1)
				(input ADC_CLK,
				output reg CLK);
localparam tmp = 10000000/PER_SEC;			
reg [23:0]counter;
initial counter=tmp;
always @(posedge ADC_CLK)
if(counter==24'h0)
begin
	counter <= tmp;
	CLK <=~CLK;
end else counter = counter-1;
endmodule
```
**/design/flow/config.mk**
```make
export PLATFORM = sky130hd
export DESIGN_NAME = CLK
export DESIGN_NICKNAME = CLK
export VERILOG_FILES = /design/flow/design.v
export SDC_FILE = /design/flow/constraint.sdc
export NUM_CORES = 4
export LEC_CHECK = 1
export CORE_AREA = 10 10 92 92
export DIE_AREA = 0 0 102 102
```
**/design/flow/run.sh**
```bash
#!/bin/bash
# OpenROAD 26Q1-2900-gdf79404cd8, Yosys 0.63+post, stock flow scripts
make -C /OpenROAD-flow-scripts/flow DESIGN_CONFIG=/design/flow/config.mk WORK_HOME=/design/flow/orfs finish
```
==> notes.md <==
Purpose: to document the outcome of synthesis and place and route.

Outcome
The flow ran to the end, and the final reports show no timing, DRC or antenna violations.

Final layout
Between the synthesized netlist and the finished layout, the area growth was recorded as 11.1%. The fraction of layout cells with a size suffix above 1 is 12.4%. The total non-filler cell area in the finished layout is 0.00132 mm².

The finished layout holds roughly 210 standard cells, fillers aside. The count of filler cells inserted in the layout is 690.

Synthesis
For reference, the mux area share after synthesis is 3.58%. The share of synthesized area in the top cell type comes to 40.4%. Synthesis produced 127 cells.

The predominant post-synthesis flop cell is dfxtp_1. The post-synthesis chip area from yosys is 0.00119 mm². The fraction of the mapped netlist area in simple logic gates is 30.5%.

The biggest combinational cell group after synthesis is simple AND/OR/NAND/NOR gates. The synthesized-area fraction occupied by ao, oa, aoi and oai cells is 10.3%. Of the total synthesized cell area, the portion taken by XOR and XNOR cells is 7.36%.

The share of async-settable or async-resettable flops after synthesis is 0%. The number of cells in the yosys synthesis report is between 100 and 150. The cell type with the highest aggregate area in the netlist is dfxtp_1. The number of warning messages in the yosys log is 1. The average instance in the mapped netlist occupies 9.37 µm². The synthesized netlist devotes 2.10% of its cell area to adder and majority cells. The synthesized netlist contains between 40 and 50 unique library cells. In the post-synthesis netlist, the biggest area contributors are dfxtp_1 40%, nor2_1 5.7%, xor2_1 5.2%, nand2_1 3.2%, a21oi_1 2.5%. The synthesized area is 0.00119 mm². In the Yosys report, the sequential cells make up 42.9% of the chip area.

The number of flip-flops and latches in the synthesized netlist is 25. The post-synth count of flops with an enable pin is 1.

STA
The worst relative slew slack is 58.7%. The clock skew after layout is ~0.0014 ns. The final critical path time including I/O delays and setup is 3.13 ns. Based on the critical path, the design can be clocked at up to roughly 320 MHz. Setup total negative slack on the finished layout was measured at 0 ns.

Setup repair after global routing left no endpoint under its margin. The final hold violation count is 0. The final timing summary puts the cycle share of the worst path at about 30%.

The final timing report lists a max-slew violation count of 0. Setup slack closes at 7.17 ns. At the pin with the least slew margin, the transition time is 0.612 ns. The final setup violation count is 0.

Critical path
The delay contributed by the slowest stage of the critical path is 0.46 ns. For reference, the critical path is launched at CLK. For the worst setup path, the data arrival time is ~1.1 ns. The cell sequence reported for the critical path is clkdlybuf4s50_1. The setup path with the least slack is of type register to primary output. The timing report attributes the biggest portion of critical-path delay to buffers and inverters.

Together, buffers and inverters on the worst path number 1. The worst register-to-register path begins at counter[0]. The slowest stage of the critical path is the clkdlybuf4s50_1 cell. The endpoint class of the critical path is a primary output.

The required time of the worst setup path is 8.24 ns. The critical path startpoint category is a register. The highest net fanout along the worst path is 2.

Route
The detail route stage leaves a number of antenna-violating nets equal to 0. Per the detail_route report, vias per standard cell equal 4.16. The final wirelength is 1990 µm. The post-route DRC violation count is 0. Per the log, the first TritonRoute iteration ended with a DRC count of 29.

The total iterations of the first detailed-routing run is 4. For this sky-water flow run, the detailed-routed wirelength per cell is reported as 9.68 µm. The number of vias in the routed layout is about 860. The final antenna diode tally reported by the flow is 0.

Pwr
Looking at the VDD voltage map, the peak drop is 38.9 µV. The report lists the power per cell area as 116 mW/mm². The static power due to leakage is 0.496 nW. The total power consumption of the routed design is 0.154 mW.

Clock tree
The clock passes through at most 2 buffers. The total setup buffers inserted after CTS is 0. Looking at the clock tree report, the root buffer type is clkbuf_8. The maximum level of the CTS H-tree is 1.

The timing report gives the clock slew at the launch and capture registers of the worst setup and hold paths as 0.08 ns. Gates resized during post-CTS repair numbered 0. The insertion delay of the later-clocked pin in the worst-skew pair is between 0.2 and 0.3 ns. The clock tree has to reach 25 sinks.

TritonCTS built the clock tree. Buffers inserted to repair hold after CTS numbered 0. Buffers inserted during clock tree synthesis total 3.

Place
Before CTS, the worst setup slack after placement is 7.46 ns. At the end of routability-driven placement, the weighted congestion stood at around 0.77. The cell area after placement is 0.00128 mm². For this run the detailed placement stage logged an HPWL of between 1000 and 1500 µm.

The placed instance count is slightly above 200. During placement, the flow inserted port buffers numbering 1.

Die
The die height is 102 µm. The die is 102 µm wide. The number of primary I/O pins is 2. The initial core utilization is 18.4%.

For reference, the placement row count at floorplan is 29. The die area is around 0.010 mm². After floorplanning, the core was sized to cover 0.00646 mm².

GRT
On met1, the global router reports a usage of 6.04%. The aggregate global-route resource usage is under 10%. Global route summary, busiest routing layer listed as met1. Entering global routing, the biggest net connects 15 pins. For met2 alone, demand over resource in global routing was roughly 5.7%.

The via count of the first global-routing pass is 765. The wire length of the first global-routing pass is 3530 µm. Global routing finished with a remaining overflow of 0. The initial antenna violation count is 0. On met3, the global router reports a usage of 1.36%.

Worst hold path
The worst min-delay path category is register to register. STA lists the startpoint of the worst hold path as counter[20].

Flow run
The number of logged tool warnings is 26. The max-cap check violation count is 0.
[stage by stage]
step / hold slack [ns] / utilization, %
3_5_place_dp: 0.460 / 19.8
4_1_cts: 0.474 / 20.5
2_1_floorplan: 0.439 / -
3_3_place_gp: 0.454 / 19.8
6_report: 0.469 / 20.5
5_1_grt: 0.496 / 20.5
[flip-flops by register name, summed over array words and instances (netlist names)]
register and flops:
counter 24, CLK 1
[cell usage after synthesis, types with 3 or more instances]
| master | instances |
|---|---|
| o31ai_1 | 4 |
| nor2_1 | 18 |
| a21oi_1 | 6 |
| dfxtp_1 | 24 |
| inv_1 | 3 |
| xnor2_1 | 3 |
| nor3_1 | 6 |
| and4_1 | 3 |
| nand2_1 | 10 |
| xor2_1 | 7 |
| nand4_1 | 4 |
[where the power goes]
group | switching, mW | total [mW] | internal [mW]
clock network | 0.0295 | 0.0565 | 0.0270
registers | 0 | 0.0971 | 0.0971
logic | 0 | 0.000000265 | 0
total | 0.0295 | 0.154 | 0.124
[per-layer routing]
| metal | up-vias | part of all wire, % |
|---|---|---|
| li1 | 469 | - |
| met2 | 10 | 40 |
| met4 | 0 | 0.90 |
| met3 | 2 | 4.5 |
| met5 | - | 0 |
| met1 | 376 | 55 |
[layout make-up]
| class | instances | area [µm²] | area share [%] |
|---|---|---|---|
| Multi-Input combinational cell | 95 | 641 | 48.4 |
| Clock buffer | 3 | 41.3 | 3.12 |
| Timing Repair Buffer | 2 | 17.5 | 1.32 |
| Sequential cell | 25 | 510 | 38.6 |
| Clock inverter | 1 | 5.00 | 0.378 |
| Tap cell | 77 | 96.3 | 7.28 |
| Inverter | 3 | 11.3 | 0.851 |
[cell usage in the layout, fill, tap and decap left out, types with 3 or more instances in the layout]
| master | instances |
|---|---|
| and4_1 | 3 |
| dfxtp_1 | 24 |
| nand2_1 | 10 |
| inv_1 | 3 |
| nor2_1 | 18 |
| a21oi_1 | 6 |
| nor3_1 | 6 |
| clkbuf_8 | 3 |
| nand4_1 | 4 |
| o31ai_1 | 4 |
| xnor2_1 | 3 |
| xor2_1 | 7 |
[logic make-up after synthesis]
family	after synthesis
buffers and inverters	7
xor gates and xnor gates	10
DFF	25
adders and majority gates	2
and+or+nand+nor	60
muxes	4
AOI/OAI and AO/OA	19
[final timing paths]
path	slack, ns	to	depth (start not counted)
worst max-delay path	7.17	CLK	1
worst min-delay path	0.47	counter[20]	1
worst max register to register	8.14	counter[3]	7
worst min register to register	0.47	counter[20]	1
No activity file was given, so power comes from the tool's default toggle rates.
