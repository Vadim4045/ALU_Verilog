**design/flow/config.mk**
```make
export PLATFORM = sky130hd
export DESIGN_NAME = NUM_MUX
export DESIGN_NICKNAME = NUM_MUX
export VERILOG_FILES = /design/flow/design.v
export SDC_FILE = /design/flow/constraint.sdc
export NUM_CORES = 4
export LEC_CHECK = 1
export CORE_AREA = 10 10 89 89
export DIE_AREA = 0 0 99 99
```
**design/flow/constraint.sdc**
```tcl
current_design NUM_MUX

set clk_period 3.5
set clk_io_pct 0.2

create_clock -name clk0 -period $clk_period

set non_clock_inputs [all_inputs -no_clocks]
set_input_delay [expr $clk_period * $clk_io_pct] -clock clk0 $non_clock_inputs
set_output_delay [expr $clk_period * $clk_io_pct] -clock clk0 [all_outputs]
```
**design/flow/design.v**
```verilog
module NUM_MUX #(parameter BITS = 16)
					 (input [1:0]SW,
					  input SET,RESET,
					  input [BITS-1:0] A,B,FROM_SET,
					  output[9:0]LEDS,
					  output [BITS-1:0] TO_A,TO_B,TO_SET,
					  output SET_A,SET_B,RESET_A,RESET_B);
assign TO_SET = SW[1]? 'h0:SW[0]? B:A;
assign TO_A = SW[1]? A:SW[0]? A:FROM_SET;
assign TO_B = SW[1]? B:SW[0]? FROM_SET:B;
assign SET_A = SW[1]? 1'b1:SW[0]? 1'b1:SET;
assign SET_B = SW[1]? 1'b1:SW[0]? SET:1'b1;
assign RESET_A = SW[1]? 1'b1:SW[0]? 1'b1:RESET;
assign RESET_B = SW[1]? 1'b1:SW[0]? RESET:1'b1;
assign LEDS = SW[0]? B[9:0]:A[9:0];				  
endmodule
```
**design/flow/run.sh**
```bash
#!/bin/bash
# OpenROAD 26Q1-2900-gdf79404cd8, Yosys 0.63+post, stock flow scripts
make -C /OpenROAD-flow-scripts/flow DESIGN_CONFIG=/design/flow/config.mk WORK_HOME=/design/flow/orfs finish
```
==> results.txt <==
Summary of the current implementation state.

- Buffers placed on the I/O ports in this run total 114.
- The via total after detailed routing is 1019, for reference.
- The analysis attributes to cell leakage a power of 0.807 nW.
- The remaining max-slew budget at the tightest pin is 73.4%, for reference.
- The placed wire-length estimate after detailed placement is 3660 um, for reference.
- The count of buffering cells on the critical path with inverters included is 3, for reference.
- At the end of the flow the core is filled with cells to 34.1%.
- Endpoints with negative setup slack in the final report add up to 0.
- The longest incremental delay of any stage on the critical path is reported as 0.60 ns.
- The worst hold path class is input pin to output port, for reference.
- The layout stage reports a final design area of 2040 um2.
- In the routed layout, each cell is associated on average with a via count of 3.85.
- In the finished design the tool counted flip-flops and latches totalling 0.
- The wire length of the first global-routing pass is ~6700 um, for reference.
- The global routing usage summed across all routing layers is 8.09%, for reference.
- Per the gpl log, the routability congestion estimate is 0.696.
- The number of diodes is 0, for reference.
- The area added between synthesis and finish is 142%, for reference.
- The detailed router reported a total wirelength of 4200 um.
- The core utilization before placement is between 10% and 20%, for reference.
- The post-synthesis cell type count is 14, for reference.
- Across the whole layout, storage elements account for 0 um2.
- Warnings reported by Yosys during synthesis add up to 0.
- The post-cts hold buffer count is 0, for reference.
- The violation tally from detailed-route iteration zero is 19, for reference.
- Post-CTS repair ended up resizing 0 cells.
- The worst path arrival time is 2.51 ns, for reference.
- The chip occupies 9800 um2.
- The most instantiated logic cell after routing is sky130_fd_sc_hd__clkdlybuf4s50_1, for reference.
- Based on the critical path, the design can be clocked at up to between 300 and 400 MHz.
- The area figure in the yosys stat output is 845 um2, for reference.
- The synthesized netlist handed to floorplanning was reported with a cell count of a little under 80.
- The number of logged tool warnings is 32, for reference.
- The total power divided by cell area is 124 nW/um2, for reference.
- The clock period could shrink to about 3.2 ns.
- In this run the post-CTS setup repair buffer count came out at 0.
- The number of ports placed on the die boundary is 114, for reference.
- The run reported a max-capacitance violation count of 0.
- The average wire length per cell after detail routing is between 15 and 20 um, for reference.
- The number of antenna violations at the first check in global routing is 0.
- The total overflow left after global routing is 0.
- The first-pass iteration count of the detailed router is 3, for reference.
- STA shows the worst min-delay path finishing at RESET_B.
- The required time of the worst setup path is 2.80 ns, for reference.
- For this design, Yosys synthesis ends with a cell count of 77.
- For the final routed database, the setup TNS stands at 0 ns.
- The area of the placeable core is 5990 um2, for reference.
- From bottom edge to top edge, the die measures 99 um.
- The post-synthesis instance area is between 800 and 900 um2, for reference.
- The top cell types in the final layout, fill and taps aside, are sky130_fd_sc_hd__clkdlybuf4s50_1, sky130_fd_sc_hd__mux2_2, sky130_fd_sc_hd__mux2_4.
- The number of global-route vias before repair is 1204, for reference.
- In the hold timing report, the worst path depth is 3.
- The timing report shows that the slowest cell on the worst path is sky130_fd_sc_hd__clkdlybuf4s50_1.
- The setup path with the least slack is of type input pin to output port.
- The placement row count is 28, for reference.
- The routed layout reports a DRC error count of 0.
- Setup repair after global routing left no endpoint under its margin.
- The share of synthesized area occupied by flip-flops and latches is 0%, for reference.
- Per STA, the library cell used most along the worst path is sky130_fd_sc_hd__clkdlybuf4s50_1.
- Per the OpenROAD floorplan log, the width of the die is 99 um.
- A synthesized cell averages 11.0 um2.
- The type of element capturing the critical path is an output port, for reference.
- The type of origin of the critical path is an input pin, for reference.
- Along the worst path, the maximum fanout reaches 8.
- The startpoint of the most critical hold path is RESET, for reference.
- The ratio of cells with drive above 1 in the final layout is 27.4%, for reference.
- Summing all placed instances gives a cell area of 2040 um2.
- The flow ran to the end, and the final reports show no timing, DRC or antenna violations.
- Hold-check failures listed in the final report amount to 0.
- The slew at the pin with the worst max-slew slack is 0.399 ns, for reference.
- Walking the worst path, the cells encountered are clkdlybuf4s50_1 > nor2b_2 > buf_4 > mux2_2 > clkdlybuf4s50_1.
- The kind of cell with the highest combined delay on the critical path is buffers and inverters, for reference.
- The tally of clock buffers in the finished layout is 0, for reference.
- The post-detailed-route count of antenna-violating nets is 0, for reference.
- In this run the VDD rail shows a maximum IR drop of 0.0557 mV.
- The final timing report lists a max-slew violation count of 0.
- Entering global routing, the biggest net connects 17 pins.
- After layout, the worst path uses between 90% and 100% of the clock period.
-- cell families (layout without fill, tap and decap cells) --
logic type / count (synthesis) / count (layout) / share of synthesized area [%]
buf+inv: 7 / 120 / 10.1
mux: 48 / 48 / 72.0
simple gates: 22 / 22 / 17.9
-- through the flow --
| step | setup slack, ns | instances | power, W | hold WS [ns] |
|---|---|---|---|---|
| floorplan | 1.36 | 77 | 0.0000830 | 1.45 |
| global placement | 0.273 | 265 | 0.000260 | 2.38 |
| detailed placement | 0.279 | 265 | 0.000258 | 2.37 |
| CTS | 0.271 | 265 | 0.000260 | 2.37 |
| global route | 0.221 | 265 | 0.000277 | 2.41 |
| finish | 0.289 | 265 | 0.000254 | 2.36 |
-- report_power, final --
part           internal, W  switching (W)  total [W]
clock                    0              0          0
combinational     0.000193      0.0000613   0.000254
sequential               0              0          0
total             0.000193      0.0000613   0.000254
-- cells in the mapped netlist, drive strengths merged --
master | number | area, um2
nor2b | 11 | 83.8
mux2i | 6 | 60.1
buf | 7 | 85.1
or3 | 2 | 12.5
nand2b | 2 | 12.5
nor2 | 7 | 42.5
mux2 | 42 | 548
-- layout make-up --
| class | instances | area (um2) |
|---|---|---|
| Fill cell | 607 | 3950 |
| Tap cell | 75 | 93.8 |
| Multi-Input combinational cell | 70 | 762 |
| Timing Repair Buffer | 120 | 1190 |
-- how the worst max path moves through the flow --
stage,startpoint,endpoint,slack (ns),cells after the start
6_report,SW[0],TO_B[13],0.29,5
5_1_grt,SW[0],TO_SET[1],0.22,5
4_1_cts,SW[0],TO_B[13],0.27,5
-- per-layer routing --
metal	track usage [%]	wire, um	vias to the layer above
met5	0	0	-
met2	13.6	1920	66
met1	8.73	1590	449
li1	-	-	504
met3	5.57	697	0
met4	0	0	0
Power figures rest on the tool's default switching activity, not on a simulated workload.
